==> ./config.mk <==
export PLATFORM = sky130hd
export DESIGN_NAME = UART_RX
export DESIGN_NICKNAME = UART_RX
export VERILOG_FILES = /design/flow/design.v
export SDC_FILE = /design/flow/constraint.sdc
export NUM_CORES = 4
export LEC_CHECK = 1
export CORE_AREA = 10 10 112 112
export DIE_AREA = 0 0 122 122
==> ./design.v <==
module UART_RX (
  input clk,             
  input rst,             
  input RX,              
  output reg busy,       
  output reg [7:0] data  
);
reg RX_d;
reg [9:0] datafill;
reg [3:0] index;
reg [3:0] sampler;
always @(posedge clk) begin
  RX_d <= RX;
  if (rst) begin
    busy <= 1'b0;
    datafill <= 10'b0;
    index <= 4'b0;
    sampler <= 4'b0;
  end else begin
    if (~busy & ~RX_d) begin
      busy <= 1'b1;
      sampler <= 4'b0;
      index <= 4'b0;
    end
    if (busy) begin
      sampler <= sampler + 1'b1;
      if (sampler == 4'd7) begin
        if (RX_d & ~|index) 
          busy <= 1'b0;
        else begin
          index <= index + 1'b1;
          datafill[index] <= RX_d;
          if (index == 9) begin
            data <= datafill[8:1];
            index <= 4'b0;
            busy <= 1'b0;
          end
        end
      end
    end
  end
end
endmodule
==> ./run.sh <==
#!/bin/bash
# OpenROAD 26Q1-2900-gdf79404cd8, Yosys 0.63+post, stock flow scripts
make -C /OpenROAD-flow-scripts/flow DESIGN_CONFIG=/design/flow/config.mk WORK_HOME=/design/flow/orfs finish
==> ./constraint.sdc <==
current_design UART_RX

set clk_period 3.0
set clk_io_pct 0.2

create_clock -name clk0 -period $clk_period [get_ports {clk}]

set non_clock_inputs [all_inputs -no_clocks]
set_input_delay [expr $clk_period * $clk_io_pct] -clock clk0 $non_clock_inputs
set_output_delay [expr $clk_period * $clk_io_pct] -clock clk0 [all_outputs]
==> results.json <==
{
  "rsz0062_at_grt": "false",
  "antenna_found_initial": 0,
  "clkTransAtPathRegs_ps": 90,
  "status": "finished clean",
  "syn_inst": 137,
  "die.size.y_um": 122,
  "maxCapViolCount": 0,
  "path_class": "reg -> reg",
  "crit_path_end_kind": "register",
  "drt-wirelength-per-cell_um": 9.113,
  "power.leakage_uw": 0.0005083,
  "yosys_area_um2": 1329,
  "setup_viol": 0,
  "coreArea_um2": 10230,
  "clk_latency_ps": 270,
  "required_ps": 2980,
  "layout_top_cell": "dfxtp_1",
  "grt_pass1_vias": 919,
  "cts-root-buf": "clkbuf_8",
  "cts.htree.levels": 1,
  "yosys_warnings": 1,
  "via_per_inst": 3.617,
  "grt_use_total_pct": 3.376,
  "arrival_ps": 2390,
  "warnings": 30,
  "maxSlewViolCount": 0,
  "first_iter_violations": 27,
  "yosys-stat-cells": 137,
  "slew_headroom_pct": 66.47,
  "drive_above_1_share_pct": 8.904,
  "drc": 0,
  "dp_hpwl_mm": 1.885,
  "fmax_mhz": 416.2,
  "mostFrequentLayoutCells": "18 x dfxtp_1, 13 x nor2_1, 11 x nand3_1, 11 x clkdlybuf4s50_1, 10 x nand2_1",
  "worstMarginPinSlew_ps": 502.6,
  "tns_ps": 0,
  "fin_worst_skew_ps": 3.515,
  "timing.final.crit_share_pct": 80.09,
  "grt_overflow": 0,
  "hold_path.class": "reg -> reg",
  "startpoint_type": "register",
  "cts_buffers": 3,
  "grt_max_degree": 17,
  "dieWidth_um": 122,
  "postRouteAntennaNets": 0,
  "gp_congestion": 0.9079,
  "hold_buffers": 0,
  "ctsResizeCount": 0,
  "drtPass1Iterations": 5,
  "powerDensity_nw_per_um2": 407.7,
  "grt_pass1_wl_mm": 4.305,
  "clock_sink_count": 26,
  "boundaryPins": 12,
  "path_max_fanout": 12,
  "portBuffers": 11,
  "area_delta_synth_final_pct": 24.20,
  "power.total_uw": 672.8,
  "synth_cell_type_count": 39,
  "wirelength_mm": 2.570,
  "fp-row-count": 37,
  "cts_tree": "built",
  "postCtsSetupBuffers": 0,
  "hold_viol": 0,
  "fin_crit_ps": 2403,
  "cts_buffer_depth": 2,
  "vias": 1020,
  "die_area_um2": 14880,
  "ys_seq_share_pct": 45.20,
  "fp_util_pct": 12.99,
  "diodes": 0,
  "ir_worst_vdd_mv": 0.2443,
  "avgSynthCellArea_um2": 9.699,
  "synth_area_um2": 1329,
  "numSynthFlops": 26
}
## per-stage QoR
stage	worst slack, ps	area [µm²]	hold slack [ps]	std cells	utilization, %
2_1_floorplan	305.3	1329	400.5	137	-
4_1_cts	638.3	1650	443.2	282	16.13
6_report	597.3	1650	438.0	282	16.13
3_5_place_dp	684.7	1579	420.4	278	15.43
3_3_place_gp	746.8	1579	417.5	278	15.43
5_1_grt	372.8	1650	458.5	282	16.13
## critical path, cell delays in order (launching register included)
cell and delay, ps:
dfxtp_1 550, inv_1 180, ha_1 310, nor3b_2 190, a21oi_1 310, nor4b_1 350
buf_4 230
## path summary, 6_finish.rpt
path / from / end / slack, ps / cells after the start
worst min-delay path: datafill[1] / data[0] / 440 / 0
worst max-delay path: index[0] / data[3] / 600 / 6
worst min register to register: datafill[1] / data[0] / 440 / 0
worst max register to register: index[0] / data[3] / 600 / 6
## cell type report
type / count / area (µm²)
Tap cell: 136 / 170.2
Timing Repair Buffer: 12 / 117.6
Sequential cell: 26 / 600.6
Clock buffer: 3 / 41.29
Multi-Input combinational cell: 99 / 671.9
Clock inverter: 1 / 30.03
Fill cell: 1110 / 8581
Inverter: 5 / 18.77
## flip-flops by register name (all words and copies together) (netlist names)
| name | flops |
|---|---|
| datafill | 8 |
| RX_d | 1 |
| data | 8 |
| sampler | 4 |
| index | 4 |
| busy | 1 |
## kinds of logic (layout without fill, tap and decap cells)
group,count (synthesis),after routing,synth area share (%)
compound gates,33,33,17.42
mux,5,5,3.861
buf+inv,12,21,4.237
flops,26,26,45.20
simple gates,54,54,22.69
fa+ha+maj,7,7,6.591
## power by group
part	total [µW]	internal (µW)	switching, µW
clock network	286	178	107
logic	18.1	8.23	9.90
registers	369	363	6.14
## layer usage
layer	up-vias	routed length (µm)	global-route usage (%)
met1	462	1204	4.734
met4	0	48	0.9687
met3	4	171	0.6573
li1	524	-	-
met5	-	0	0
met2	30	1145	5.182
## cell usage after synthesis
cell type,n,share of area [%]
a2bb2oi_1,1,0.66
nand3_1,11,4.1
o21a_1,1,0.57
edfxtp_1,8,18
mux2i_1,4,3.0
clkbuf_1,2,0.57
o32a_1,1,0.75
o32ai_2,1,1.2
nand2_1,10,2.8
and2b_1,1,0.57
and4b_1,1,0.75
clkbuf_2,1,0.38
a41oi_1,2,1.3
a21oi_1,9,3.4
o2111ai_1,4,2.6
o31ai_1,1,0.57
nor2_2,1,0.47
inv_1,5,1.4
or4b_1,1,0.75
and4b_4,1,1.0
a31o_2,1,0.66
buf_2,2,0.75
and4_1,1,0.66
o2bb2ai_1,2,1.3
nand2b_1,1,0.47
dfxtp_1,18,27
and3_2,1,0.57
nor2_1,13,3.7
nor3b_2,2,1.9
nand4b_1,1,0.66
mux2_2,1,0.85
a211oi_1,3,1.7
buf_4,2,1.1
ha_1,7,6.6
nor2b_1,4,1.9
nand3b_1,1,0.57
nor4b_1,1,0.66
nor3_1,3,1.1
o21ai_0,7,2.6
Power figures rest on the tool's default switching activity, not on a simulated workload.
