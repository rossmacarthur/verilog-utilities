`./config.mk`:
```
export PLATFORM = sky130hd
export DESIGN_NAME = SS_Control
export DESIGN_NICKNAME = SS_Control
export VERILOG_FILES = /design/flow/design.v
export SDC_FILE = /design/flow/constraint.sdc
export NUM_CORES = 4
export LEC_CHECK = 1
export CORE_AREA = 10 10 95 95
export DIE_AREA = 0 0 105 105
```
`./constraint.sdc`:
```
current_design SS_Control

set clk_period 2.5
set clk_io_pct 0.2

create_clock -name clk0 -period $clk_period [get_ports {clk}]

set non_clock_inputs [all_inputs -no_clocks]
set_input_delay [expr $clk_period * $clk_io_pct] -clock clk0 $non_clock_inputs
set_output_delay [expr $clk_period * $clk_io_pct] -clock clk0 [all_outputs]
```
`./design.v`:
```
module SS_Control #(N = 4) (
  input clk,                
  input rst,
  input [N*4-1:0] numbers,  
  output [N-1:0] displays,  
  output [6:0] segments     
);
reg [6:0] abcdefg [N-1:0];
reg [$clog2(N)+1:0] count;
assign displays =  ~reset ? ~(1'b1 << count) : ~1'b0;
assign segments = abcdefg[count];
always @(posedge clk) count <= (count == N-1) ? 1'b0 : count + 1'b1;
generate
for (genvar i = 0; i < N; i = i+1) begin : decoder
  always @(*) begin
    case(numbers[i*4+3:i*4])
      4'h0 : abcdefg[i] <= 7'h01;
      4'h1 : abcdefg[i] <= 7'h4F;
      4'h2 : abcdefg[i] <= 7'h12;
      4'h3 : abcdefg[i] <= 7'h06;
      4'h4 : abcdefg[i] <= 7'h4C;
      4'h5 : abcdefg[i] <= 7'h24;
      4'h6 : abcdefg[i] <= 7'h20;
      4'h7 : abcdefg[i] <= 7'h0F;
      4'h8 : abcdefg[i] <= 7'h00;
      4'h9 : abcdefg[i] <= 7'h04;
      4'hA : abcdefg[i] <= 7'h08;
      4'hB : abcdefg[i] <= 7'h60;
      4'hC : abcdefg[i] <= 7'h31;
      4'hD : abcdefg[i] <= 7'h42;
      4'hE : abcdefg[i] <= 7'h30;
      4'hF : abcdefg[i] <= 7'h38;
    endcase
  end
end 
endgenerate
endmodule
```
`./run.sh`:
```
#!/bin/bash
# OpenROAD 26Q1-2900-gdf79404cd8, Yosys 0.63+post, stock flow scripts
make -C /OpenROAD-flow-scripts/flow DESIGN_CONFIG=/design/flow/config.mk WORK_HOME=/design/flow/orfs finish
```
==> results.py <==
# Metrics from the implementation run
metrics = {
    "yosys": {
        "ys_area_mm2": 0.001370,
        "yosys_cells": 182,
        "synth_area_leader_cell": "ha_1",
        "ys_warn_count": 4,
        "synth_area_mm2": 0.001370,
        "area_leaders": "ha_1, mux2i_1, dfxtp_1, o21ai_0, nand2b_1",
        "ff_type": "dfxtp_1",
        "async_reset_ff_share_pct": 0,
        "syn_inst": 182,
        "synth.avg_cell_area_um2": 7.528,
        "yosys.stat.seqShare_pct": 5.845,
        "edf_count": 0,
        "top_area_share_pct": 28.31,
        "ys_types": 29,
        "ys_ff": 4,
    },
    "routing": {
        "num_antenna_cells": 0,
        "wl_mm": 4.087,
        "num_vias": 1512,
        "wire_per_inst_um": 11.61,
        "viasPerCell": 4.295,
        "dr.pass1.iters": 4,
        "ant_nets": 0,
        "drc": 0,
        "drt_iter0_drc": 50,
    },
    "clocking": {
        "clkTransAtPathRegs_ns": 0.03,
        "postCtsHoldBufs": 0,
        "cts.path.max_buffers": 2,
        "cts.htree.levels": 1,
        "insertion_delay_ns": 0.21,
        "cts_tree": "yes",
        "cts_buffers": 3,
        "cts_root_buf": "clkbuf_8",
        "cts.sinks": 4,
    },
    "status": {
        "status": "completed",
    },
    "final_timing": {
        "finalSetupTns_ns": 0,
        "fmax_ghz": 0.4023,
        "tightest_slew_ns": 0.3865,
        "min_period_over_period_pct": 99.42,
        "slew_headroom_pct": 74.14,
        "skew_ns": 0.0008023,
        "rsz0062_at_grt": "true",
        "post-route-min-period_ns": 2.486,
        "hold_viol": 0,
        "final-setup-viol-count": 0,
        "drv_slew": 0,
    },
    "global_route": {
        "grt_pass1_wl_mm": 6.658,
        "grt_pass1_vias": 1486,
        "grt-ovfl-total": 0,
        "antenna_found_initial": 0,
        "grt_start_max_net_pins": 14,
        "track_usage_pct": 6.925,
    },
    "cells_and_area": {
        "final_cell_area_mm2": 0.002381,
        "largest_reg_flops": 4,
        "regMostFlops": "count",
        "reg_top3": "count x4",
        "drive_gt1_share_pct": 40.23,
        "synthToLayoutAreaGrowth_pct": 73.79,
        "finalNonFillerCells": 352,
        "fillers": 697,
    },
    "critical_path": {
        "crit_chain": "buf_6 > inv_4 > ha_4 > inv_2 > mux4_2 > a2111oi_4 > a21oi_1 > buf_2",
        "crit_path_start_kind": "input port",
        "cp_slowest_cell": "mux4_2",
        "critPathRequiredTime_ns": 2.00,
        "critical_path.max_stage_delay_ns": 0.49,
        "worstPathArrival_ns": 1.99,
        "crit_family": "multiplexers",
        "reg2reg_from": "count[0]",
        "worst-path-buf-inv": 4,
        "critPathMaxFanout": 3,
        "end_kind": "primary output",
        "path_class": "in -> out",
        "crit_start": "numbers[12]",
    },
    "hold_path": {
        "hp-start": "count[3]",
        "holdCritPathClass": "reg -> reg",
    },
    "floorplan": {
        "fp_util_pct": 19.84,
        "core_mm2": 0.006907,
        "die_x_um": 105,
        "die_h_um": 105,
        "fp.dieArea_mm2": 0.01103,
        "row_count": 30,
        "ios": 29,
    },
    "placement": {
        "dpl_cell_area_mm2": 0.002052,
        "dp_cells": 340,
        "io_buffers": 27,
        "dp_hpwl_mm": 3.147,
        "gp_congestion": 0.8488,
    },
    "power": {
        "power_density_mw_per_mm2": 184.3,
        "fin_total_pwr_mw": 0.4389,
        "p_leak_nw": 1.064,
        "ir_drop_uv": 136.2,
    },
    "run": {
        "cap_viol_max_count": 0,
        "tool_warnings": 54,
    },
}
[kinds of logic after synthesis]
| kind of cell | Yosys count | synth area share [%] |
|---|---|---|
| buffers and inverters | 25 | 7.215 |
| adders and majority gates | 31 | 28.31 |
| muxes | 15 | 13.88 |
| AOI/OAI and AO/OA | 50 | 23.74 |
| DFF | 4 | 5.845 |
| xor gates and xnor gates | 1 | 0.6394 |
| and+or+nand+nor | 56 | 20.36 |
[cells in the final DEF, fill, tap and decap left out, types with 6 or more instances in the layout]
master | synthesis | final
buf_4 | 0 | 40
ha_1 | 31 | 18
nand2_1 | 16 | 15
buf_6 | 0 | 13
nor2_1 | 12 | 12
o21ai_0 | 16 | 11
mux2i_1 | 10 | 10
nand2b_1 | 12 | 10
nand3_1 | 9 | 9
ha_4 | 0 | 9
dlygate4sd2_1 | 0 | 8
inv_2 | 0 | 7
inv_1 | 16 | 7
a31oi_1 | 10 | 7
a21oi_1 | 6 | 6
[synthesized netlist by cell type (all sizes together), types with 4 or more instances]
cell and number:
a21oi 6, a31oi 10, buf 4, clkbuf 5, dfxtp 4, ha 31
inv 16, mux2i 10, nand2 16, nand2b 12, nand3 9, nor2 12
o21ai 17
[report_power, final]
part	leakage (nW)	internal, mW	switching (mW)
clock	0.0216	0.103	0.0324
sequential	0.0322	0.0643	0
combinational	1.01	0.129	0.111
total	1.06	0.295	0.143
[per-layer routing]
metal | up-vias | track usage (%) | routed length, um
met3 | 2 | 1.180 | 151
met4 | 0 | 0.5882 | 26
li1 | 803 | - | -
met5 | - | 0 | 0
met1 | 684 | 9.483 | 1996
met2 | 23 | 11.52 | 1913
[final cells by class]
| class | instances | area [um2] | area share (%) |
|---|---|---|---|
| multi-input combinational | 153 | 1390 | 58.38 |
| tap | 96 | 120.1 | 5.045 |
| inverter | 16 | 67.56 | 2.838 |
| timing repair buffer | 80 | 681.9 | 28.64 |
| sequential | 4 | 80.08 | 3.363 |
| clock buffer | 3 | 41.29 | 1.734 |
[path summary, 6_finish.rpt]
path                  to  slack [ns]  cells past startpoint
min reg2reg     count[3]        0.50                      1
max reg2reg     count[2]        1.37                      4
max          segments[3]        0.01                      8
min             count[3]        0.50                      1
[through the flow]
step                      util [%]  hold slack, ns  worst slack [ns]
after floorplan                  -          0.4562            0.2437
after global placement       29.71          0.4702           -0.8002
after detailed placement     29.71          0.4802           -0.7958
after CTS                    32.36          0.4968           -0.1357
after global routing         34.47          0.5246          -0.02410
final                        34.47          0.4976           0.01441
[timing repair]
item | CTS | global route
cloned | 1 | 1
pin swaps | 17 | 8
hold endpoints to repair | 0 | 0
endpoints found under the setup margin | 7 | 7
resized | 61 | 57
setup buffers | 3 | 4
No activity file was given, so power comes from the tool's default toggle rates.
