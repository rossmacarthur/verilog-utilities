==> ./design.v <==
module PmodDA4_Control (
  input clk,
  input rst,
  input [11:0] value,  
  output reg SYNC,     
  output DATA,         
  output SCLK          
);
localparam stIDLE = 3'd0,
           stINIT_irv = 3'd1,
           stTRAN_irv = 3'd2,
           stINIT = 3'd3,
           stTRAN = 3'd4;
wire [31:0] temp;
reg [2:0] state;
reg [4:0] index;
assign temp = ((state == stINIT_irv) || (state == stTRAN_irv)) ? {8'h8, 24'h1} : {12'h3F, value, 8'h0};
assign DATA = temp[index];
assign SCLK = clk;
always @(negedge clk) begin
  if (rst) begin
    state <= stIDLE;
    index <= 5'd31;
    SYNC <= 1'b0;
  end else begin
    case (state)
      stIDLE: begin
        state <= stINIT_irv;
        index <= 5'd31;
        SYNC <= 1'b1;
      end
      stINIT_irv: begin
        state <= stTRAN_irv;
        index <= 5'd31;
        SYNC <= 1'b0;
      end
      stTRAN_irv: begin
        state <= (index == 0) ? stINIT : stTRAN_irv;
        index <= index - 1'b1;
        SYNC <= (index == 0) ? 1'b1 : 1'b0;
      end
      stINIT: begin
        state <= stTRAN;
        index <= 5'd31;
        SYNC <= 1'b0;
      end
      stTRAN: begin
        state <= (index == 0) ? stINIT : stTRAN;
        index <= index - 1'b1;
        SYNC <= (index == 0) ? 1'b1 : 1'b0;
      end
      default: begin
        state <= stIDLE;
        index <= 5'd31;
        SYNC <= 1'b1;
      end 
    endcase
  end
end
endmodule
==> ./run.sh <==
#!/bin/bash
# OpenROAD 26Q1-2900-gdf79404cd8, Yosys 0.63+post, stock flow scripts
make -C /OpenROAD-flow-scripts/flow DESIGN_CONFIG=/design/flow/config.mk WORK_HOME=/design/flow/orfs finish
==> ./config.mk <==
export PLATFORM = sky130hd
export DESIGN_NAME = PmodDA4_Control
export DESIGN_NICKNAME = PmodDA4_Control
export VERILOG_FILES = /design/flow/design.v
export SDC_FILE = /design/flow/constraint.sdc
export NUM_CORES = 4
export LEC_CHECK = 1
export CORE_AREA = 10 10 72 72
export DIE_AREA = 0 0 82 82
==> ./constraint.sdc <==
current_design PmodDA4_Control

set clk_period 3.7
set clk_io_pct 0.2

create_clock -name clk0 -period $clk_period [get_ports {clk}]

set non_clock_inputs [all_inputs -no_clocks]
set_input_delay [expr $clk_period * $clk_io_pct] -clock clk0 $non_clock_inputs
set_output_delay [expr $clk_period * $clk_io_pct] -clock clk0 [all_outputs]
==> reports/results.ini <==
[final_timing]
drv_slew=0
setup_viol=1
rsz0062_at_grt=true
finClkSkew_ns=0.00666
tightestPinTransition_ns=0.328
slew_headroom_pct=78.0
setup_slack_ns=-0.666
finalHoldViolCount=0

[grt]
grt_overflow=0
first_global_vias=618
grt_pass1_wl_um=2480
grt_max_degree=7
antenna_found_initial=0
grtUsageTotal_pct=4.64

[job]
warnings=30
cap_violations=0

[pwr]
irDropWorstVdd_mv=0.202
p_per_area_nw_per_um2=442
p_leak_nw=0.466

[placement]
place_congestion=0.759
numPortBuffers=16
placed_area_um2=822
dp_hpwl_um=1090

[worst_setup_path]
reg2reg_depth=7
r2r_end=state[2]$_DFF_N_
start_kind=register
worst_ep_required_time_ns=2.96
endpoint_kind=output port
timing.critical_path.from=index[0]$_SDFF_NP1_
critical_path_class=reg -> out
rrSetupSlack_ns=2.32
r2r_start=index[0]$_SDFF_NP1_
cp-endpoint=DATA
cp.arrival_ns=3.63
critPathMaxFanout=4

[die]
dieArea_um2=6720
initCoreUtil_pct=15.0
io_pins=17
core_area_um2=3690
die_y_um=82
die_w_um=82
rows=22

[detailed_routing]
wirelength_um=1440
ant_nets=0
n_antenna_cell=0
drtIter0Drc=44
dr.pass1.iters=4
drt-vias-per-instance=3.84
vias=564
drc_errors=0
post_drt_wl_per_cell_um=9.82

[clock_tree]
path_clk_slew_ns=0.03
insertion_delay_ns=0.42
cts_tree=yes
holdBufCountCts=0

[synthesis]
yosysSeqAreaShare_pct=39.8
top_cells_by_area=dfxtp_1 (40%), mux4_2 (8.1%), nor2_1 (6.1%)
synth_cell_types=25
postSynthAreaPerCell_um2=9.54
yosysCellCount=58
ys.warnings.count=1
netlist_area_um2=553
ys_area_um2=553
yosys_register_bits=11
synth_cells=58
top_cell_area_share_pct=39.8
synth_area_leader_cell=dfxtp_1

[cells_and_area]
layout-drive-gt1-share_pct=24.2
layout_top_cells=inv_1 (16), clkdlybuf4s50_1 (14), buf_4 (11)
lay_top_count=inv_1
finish.utilization_pct=25.9
design_area_um2=957
area_growth_syn_to_layout_pct=73.1

[status]
status=finished, violations left
violations=setup timing

[min_path]
hp-class=reg -> reg

## metrics by stage
step | worst slack [ns] | power (mW) | hold slack [ns] | cells | TNS, ns
3_3_place_gp | -0.688 | 0.197 | 0.419 | 129 | -0.688
6_report | -0.666 | 0.423 | 0.431 | 147 | -0.666
3_5_place_dp | -0.704 | 0.197 | 0.432 | 129 | -0.704
4_1_cts | -0.701 | 0.435 | 0.437 | 147 | -0.701
2_1_floorplan | -0.145 | 0.172 | 0.414 | 58 | -0.145
5_1_grt | -0.726 | 0.461 | 0.445 | 147 | -0.726
## final cells by class
type,count,area [um^2]
repair buffers,27,238
clock buffers,7,92.6
multi-input cells,38,283
well taps,48,60.1
clock inverters,12,45.0
fillers,395,2730
flip-flops and latches,11,224
inverters,4,15.0
## registers in the layout, summed over array words and instances, names as in the netlist
name,cells
index,5
state,5
SYNC,1
## cells by family (layout without fill, tap and decap cells)
family	after synthesis	after routing	share of synthesized area (%)
and+or+nand+nor	20	20	15.4
muxes	4	4	14.9
buffers and inverters	9	50	9.50
DFF	11	11	39.8
adders and majority gates	2	2	4.52
AOI/OAI and AO/OA	10	10	12.7
xor gates and xnor gates	2	2	3.17
## synthesized netlist by cell type
master	count
a21oi_1	3
a2bb2oi_1	1
a311oi_1	1
a31oi_1	1
and3_1	1
buf_2	1
buf_4	1
buf_6	1
clkdlybuf4s18_2	1
dfxtp_1	11
ha_1	2
inv_1	5
mux2_2	1
mux4_1	1
mux4_2	2
nand2_1	5
nand3_1	1
nor2_1	9
nor2b_1	1
nor3_1	3
o211ai_1	1
o21ai_0	1
o311a_1	1
o41ai_1	1
xnor2_1	2
## how the worst min path moves through the flow
stage / start / endpoint / slack [ns] / depth (start not counted)
4_1_cts: state[0]$_DFF_N_ / state[3]$_DFF_N_ / 0.44 / 1
5_1_grt: state[0]$_DFF_N_ / state[3]$_DFF_N_ / 0.45 / 1
6_report: state[0]$_DFF_N_ / state[3]$_DFF_N_ / 0.43 / 1
## critical path: stages, from the launching register on
cell      delay (ns)
dfxtp_4         0.37
mux4_2          0.48
o211ai_1        0.17
o311a_1         0.18
nor3_1          0.04
buf_2           0.12
## routing by layer
metal | vias up | part of all wire, % | GRT usage (%)
met1 | 256 | 38 | 4.30
met4 | 0 | 0.97 | 2.55
met3 | 2 | 6.8 | 2.86
met5 | - | 0 | 0
li1 | 287 | - | -
met2 | 19 | 55 | 7.76
## power breakdown
group / total [mW] / internal (mW) / switching (mW)
sequential: 0.125 / 0.123 / 0.00221
combinational: 0.0342 / 0.0243 / 0.00997
clock: 0.263 / 0.175 / 0.0881
## timing repair
action                     CTS  global route
setup endpoints to repair    2             1
pin swaps                    3             1
gates resized                7             1
buffers inserted             1             0
Power and IR drop assume default switching activity.
